==> /design/flow/design.v <==
module ALU #(
parameter DATA_WIDTH = 32             ,  
parameter ALUControl_WIDTH = 3          
)
  (
input  wire [DATA_WIDTH-1:0]         SrcA,
input  wire [DATA_WIDTH-1:0]         SrcB,
input  wire [ALUControl_WIDTH-1:0]   ALU_Control,
output reg  [DATA_WIDTH-1:0]         ALU_OUT,
output reg                           ZERO_Flag
  );
always@(*)
begin
case(ALU_Control)
  3'b000: ALU_OUT = SrcA & SrcB;  
  3'b001: ALU_OUT = SrcA | SrcB;  
  3'b010: ALU_OUT = SrcA + SrcB;  
  3'b100: ALU_OUT = SrcA - SrcB;  
  3'b101: ALU_OUT = SrcA * SrcB;  
  3'b110: ALU_OUT = (SrcA < SrcB) ? 'b1 :'b0;  
  default: ALU_OUT = 'b0;  
endcase
if(ALU_OUT == 'b0)
  ZERO_Flag = 1'b1;
else 
  ZERO_Flag = 1'b0;
end
endmodule
==> /design/flow/run.sh <==
#!/bin/bash
# OpenROAD 26Q1-2900-gdf79404cd8, Yosys 0.63+post, stock flow scripts
make -C /OpenROAD-flow-scripts/flow DESIGN_CONFIG=/design/flow/config.mk WORK_HOME=/design/flow/orfs finish
==> /design/flow/config.mk <==
export PLATFORM = sky130hd
export DESIGN_NAME = ALU
export DESIGN_NICKNAME = ALU
export VERILOG_FILES = /design/flow/design.v
export SDC_FILE = /design/flow/constraint.sdc
export NUM_CORES = 4
export LEC_CHECK = 1
export CORE_UTILIZATION = 40
==> /design/flow/constraint.sdc <==
current_design ALU

set clk_period 14.9
set clk_io_pct 0.2

create_clock -name clk0 -period $clk_period

set non_clock_inputs [all_inputs -no_clocks]
set_input_delay [expr $clk_period * $clk_io_pct] -clock clk0 $non_clock_inputs
set_output_delay [expr $clk_period * $clk_io_pct] -clock clk0 [all_outputs]
==> impl.org <==
* Implementation run

** Worst setup path
- For reference, the most critical setup path is categorized as in2out.
- Kind of end point of the critical path :: output port
- Required time of the worst setup path :: 11.92 ns
- Data on the critical path arrives at its endpoint at 11.67 ns.
- Counting stages on the worst path, the most repeated cell is sky130_fd_sc_hd__fa_1.
- Startpoint type of the worst setup path :: input pin
- Per the timing report, the biggest fanout along the worst path comes to 4.
- Critical path's slowest cell :: sky130_fd_sc_hd__or4_4
- The timing report gives the biggest stage delay along the critical path as 0.56 ns.

** Min path
- Instance count along the most critical hold path :: 5
- Class of the tightest hold or removal check :: in2out
- Worst hold path endpoint :: ALU_OUT[0]
- HP Start :: ALU_Control[0]

** Final layout
- Commonest cells after routing, fill and taps aside :: sky130_fd_sc_hd__inv_1 (461), sky130_fd_sc_hd__fa_1 (405), sky130_fd_sc_hd__nor2_1 (373)
- Reg area :: 0 sq um
- Per the layout area report, the combinational gate area comes to 18300 sq um.
- Most common cell after layout, fill and taps aside :: sky130_fd_sc_hd__inv_1
- The design has 0 sequential cells.
- Leaving out filler cells and counting taps, the final layout contains 3457.
- Number of filler cells placed in the layout :: 4816
- The flow measured a signed area growth from synthesis to layout of 18.6%.
- The layout has 0 clock buffers.
- Share of cells above drive strength 1 :: 12.6%

** Yosys
- In the synthesized netlist, the number of instances is 2548.
- Avg Inst Size Synth :: 8.00 sq um
- After synthesis, the design contains 2548 cells according to Yosys.
- Yosys chip area :: 20400 sq um
- The warning tally printed by Yosys for this design is 1.
- Synthesized cell area :: 20400 sq um
- Register area share after synthesis :: 0%
- Counting distinct cell types in the post-synthesis netlist gives 82.

** Timing
- The transition time recorded at the tightest slew-check pin is 1.01 ns.
- Setup slack on the critical path of the routed design comes to 0.254 ns.
- Slew Limit Fails :: 0
- The end-of-flow timing check tallies setup violations at 0.
- The worst path uses 98.3% of the clock period.
- The smallest clock period supported by the final layout is computed as 14.65 ns.
- The slew check shows that the tightest pin keeps a relative margin of 32.0%.
- The final hold violation count recorded for this run is 0.
- WHS :: 7.02 ns
- Fmax achieved :: 68.3 MHz

** Placement
- Once detailed placement completed, the half-perimeter wirelength came to 71300 um.
- Pre-CTS worst setup slack :: -0.112 ns
- After its last routability iteration, the placer logged a weighted congestion of 1.08.
- I/O Buffers :: 100
- Placed insts :: 3431

** Detailed routing
- Wirelength, routed :: 82500 um
- Residual DRC :: 0
- Average wire length per cell after detail routing :: 23.9 um
- The first detailed-routing pass took 7 iterations.
- Post-detailed-route via-to-cell ratio :: 5.45
- Total number of vias :: 18900
- In this run, the number of DRC markers left after iteration 0 of detailed routing was 1160.
- The count of nets left with antenna violations once routing finished came out at 0.

** Global routing
- Entering global routing, the biggest net connects 41 pins.
- The number of antenna violations at the first check in global routing is 1.
- First-pass GRT wire length :: 125000 um
- Via count of the first global-routing pass :: 19900
- GR Util All Layers :: 34.2%
- After global routing the overflow that remains totals 0.

** Run
- The stage logs contain a warning count of 96.
- Max-cap violations :: 0

** Die
- Pin placement for this block handled 100 I/O pins.
- Core utilization before placement :: 40.6%
- According to the floorplan log, the row count is 82.
- Per the OpenROAD floorplan log, the width of the die is 228 um.
- Placeable core area :: 50300 sq um
- After floorplanning, the die was sized to cover 51900 sq um.
- In this run the vertical extent of the chip is 228 um.

** Power
- In this run the static leakage power is 0.0120 uW.
- In the power breakdown, the internal column shows 5450 uW.
- Per the summary, power density relative to cell area is 485 nW/um^2.
- Net switching power :: 6270 uW
- In this run the VDD rail shows a maximum IR drop of 881 uV.
- Power consumption :: 11700 uW
- Net switching share of the total power :: 53.5%

** Status
- The run finished with clean final reports.
## worst max-delay path: cells and delay by family
family,cells,cell delay (ns)
adders and majority gates,9,3.57
buffers and inverters,9,1.64
and+or+nand+nor,8,2.87
AOI/OAI and AO/OA,4,0.57
## timing repair
item | 4_1_cts | 5_1_grt
cloned | 0 | 1
hold buffers | 0 | 0
setup endpoints to repair | 1 | 1
gates resized | 14 | 81
buffers inserted | 2 | 22
pin swaps | 0 | 30
## synth_stat cells (all sizes together), types with 6 or more instances
cell type	n	area share, %
xor2	19	0.82
nand2	283	5.2
o31ai	17	0.65
fa	410	40
o211ai	18	0.66
nor4	10	0.31
o22ai	12	0.40
a31oi	15	0.46
a211oi	16	0.61
nand2b	12	0.37
o21a	10	0.37
and3	14	0.43
mux2i	27	1.3
nand3	16	0.39
o21ai	54	1.3
o2111ai	6	0.26
a21oi	85	2.1
o21bai	12	0.44
or3	15	0.46
o221a	10	0.55
nand4	10	0.31
nor2b	14	0.43
buf	26	0.56
inv	478	8.8
or2	6	0.18
a221oi	10	0.46
xnor2	71	3.0
nor3b	6	0.22
ha	219	13
o221ai	6	0.29
a22oi	10	0.37
clkbuf	92	1.7
clkinv	13	0.24
nor3	36	0.88
a21o	16	0.59
or4	9	0.35
nor2	381	7.0
o211a	6	0.29
## per-stage QoR
step / cell area, sq um / TNS, ns / utilization [%]
global placement: 23700 / -0.170 / 47.1
CTS: 23700 / 0 / 47.2
global route: 24200 / -0.00935 / 48.1
detailed placement: 23700 / -0.112 / 47.1
finish: 24200 / 0 / 48.1
floorplan: 20400 / 0 / -
## metal layers
metal  wire length [um]  GRT usage, %  part of all wire (%)  vias up
li1                   -             -                     -     8500
met1              31400          44.9                    38     9284
met2              38200          52.9                    46      842
met3               7860          11.3                   9.5      223
met4               5050          15.1                   6.1        2
met5                 15             0                 0.018        -
## cell families (layout without fill, tap and decap cells)
| kind of cell | count (synthesis) | in the layout | synth area share, % |
|---|---|---|---|
| AND-OR/OR-AND | 356 | 356 | 12.2 |
| XOR/XNOR | 90 | 90 | 3.87 |
| adder cells (fa/ha/maj) | 629 | 629 | 53.7 |
| buffers and inverters | 609 | 845 | 11.3 |
| multiplexers | 28 | 28 | 1.38 |
| other | 0 | 1 | 0 |
| AND/OR/NAND/NOR | 836 | 836 | 17.5 |
## area by class of cell
type                       instances  share of cell area [%]
multi-input combinational       1939                    75.8
timing repair buffer             353                    13.0
inverter                         491                    7.75
tap                              672                    3.48
timing repair inverter             1                  0.0207
antenna                            1                  0.0103
## worst max path at each step
stage                 startpoint        end  slack [ns]  depth (start not counted)
after CTS                SrcB[7]  ZERO_Flag        0.02                         27
after global routing     SrcA[7]  ZERO_Flag      -0.009                         35
final                    SrcA[7]  ZERO_Flag        0.25                         30
## power by group through the flow
stage | registers (uW) | clock network, uW | logic [uW]
after CTS | 0 | 0 | 10900
after global routing | 0 | 0 | 12700
No activity file was given, so power comes from the tool's default toggle rates.
