--- ./design.v ---
module MUX #(
 parameter DATA_WIDTH   = 32
)
( 
  input wire  [DATA_WIDTH-1:0]      IN1,
  input wire  [DATA_WIDTH-1:0]      IN2,
  input wire                        Sel,
  output reg  [DATA_WIDTH-1:0]      OUT
  );
  always@(*)
  begin
  if(Sel)
    OUT = IN2;
  else
    OUT = IN1;
  end
endmodule
--- ./run.sh ---
#!/bin/bash
# OpenROAD 26Q1-2900-gdf79404cd8, Yosys 0.63+post, stock flow scripts
make -C /OpenROAD-flow-scripts/flow DESIGN_CONFIG=/design/flow/config.mk WORK_HOME=/design/flow/orfs finish
--- ./config.mk ---
export PLATFORM = sky130hd
export DESIGN_NAME = MUX
export DESIGN_NICKNAME = MUX
export VERILOG_FILES = /design/flow/design.v
export SDC_FILE = /design/flow/constraint.sdc
export NUM_CORES = 4
export LEC_CHECK = 1
export CORE_AREA = 10 10 70 70
export DIE_AREA = 0 0 80 80
--- ./constraint.sdc ---
current_design MUX

set clk_period 1.0
set clk_io_pct 0.2

create_clock -name clk0 -period $clk_period

set non_clock_inputs [all_inputs -no_clocks]
set_input_delay [expr $clk_period * $clk_io_pct] -clock clk0 $non_clock_inputs
set_output_delay [expr $clk_period * $clk_io_pct] -clock clk0 [all_outputs]
==> impl_metrics.env <==
# flow metrics
export IMPL_ir_drop_mv=0.1734
export IMPL_drc=0
export IMPL_powerDensity_nw_per_um2=388.7
export IMPL_finalPower_w=0.0006599
export IMPL_yosys_cell_types_count=4
export IMPL_num_vias=730
export IMPL_yosys_area_um2=544.3
export IMPL_io_buffers=97
export IMPL_holdPathEnd="OUT[24]"
export IMPL_grt_overflow_total=0
export IMPL_post_synth_top_area_cell="mux2_4"
export IMPL_seq_cells=0
export IMPL_crit_top_cell="buf_12"
export IMPL_pin_count=97
export IMPL_core_um2=3416
export IMPL_crit_type="primary input to output pin"
export IMPL_top_cells_by_area="mux2_4 83%, buf_12 11%, mux2_2 4.1%"
export IMPL_grt_max_degree=8
export IMPL_nFillCells=327
export IMPL_fin_crit_sh=1.175
export IMPL_holdPathStages=3
export IMPL_first_global_vias=824
export IMPL_fin_setup_tns_ps=-5032
export IMPL_dieArea_um2=6400
export IMPL_syn_to_final_growth_pct=212.0
export IMPL_diodes=0
export IMPL_crit_fanout=7
export IMPL_setup_ws_ps=-175.4
export IMPL_finalCriticalPeriod_ps=1175
export IMPL_status="complete, but fails checks"
export IMPL_min_delay_start="IN1[24]"
export IMPL_rsz0062_at_grt="true"
export IMPL_gp_congestion=0.7595
export IMPL_grt_first_pass_wirelength_um=4146
export IMPL_layout_drive_gt1_share=0.5616
export IMPL_violations="negative setup slack"
export IMPL_end_kind="output pin"
export IMPL_dp_hpwl_um=2396
export IMPL_placed_area_um2=1536
export IMPL_arrival_ps=980
export IMPL_setup_viol=32
export IMPL_max_stage_delay_ps=300
export IMPL_log_warning_count=34
export IMPL_min_path_type="primary input to output pin"
export IMPL_die_height_um=80
export IMPL_syn_area_um2=544.3
export IMPL_critPathLaunchType="primary input"
export IMPL_drt_wl_total_um=2849
export IMPL_first_pass_iters=2
export IMPL_finalMaxSlewViolations=0
export IMPL_ys_cells=36
export IMPL_total_leakage_power_nw=0.9905
export IMPL_path_delay_family="buffers and inverters"
export IMPL_finalHoldViolCount=0
export IMPL_grt_usage=0.07873
export IMPL_initialDrtViolationCount=4
export IMPL_num_rows=21
export IMPL_syn_inst=36
export IMPL_crit_path_top_delay_cell="mux2_4"
export IMPL_postRouteAntennaNets=0
export IMPL_n_clock_buffer=0
export IMPL_path_buffers=4
export IMPL_syn_area_per_cell_um2=15.12
export IMPL_crit_path_cell_trace="buf_12 > buf_12 > buf_8 > mux2_4 > buf_6"
export IMPL_worstPathRequired_ps=800
export IMPL_seqCellArea_um2=0
export IMPL_ys_warn_count=1
export IMPL_routed_via_density=3.802
export IMPL_core_util_floorplan=0.1593
export IMPL_worst_pin_slew_ps=61.11
export IMPL_stdcell_area_um2=1698
export IMPL_max_slew_margin=0.9592
export IMPL_wire_per_inst_um=14.84
export IMPL_max_cap_violations=0
export IMPL_antenna_found_initial=0
export IMPL_timing_fmax_mhz=850.8
export IMPL_synth_top_cell_area_share=0.8276
export IMPL_crit_start="Sel"
export IMPL_dieWidth_um=80
export IMPL_postSynthSeqShare=0
-- power breakdown --
| part | switching (W) | total [W] | internal, W |
|---|---|---|---|
| sequential | 0 | 0 | 0 |
| combinational | 0.000141 | 0.000660 | 0.000519 |
| clock | 0 | 0 | 0 |
| total | 0.000141 | 0.000660 | 0.000519 |
-- placed cells by master, fill, tap and decap left out --
cell type / count
dlygate4sd2_1: 40
buf_4: 2
mux2_4: 32
buf_12: 3
clkdlybuf4s50_1: 10
buf_6: 29
buf_16: 1
buf_8: 3
buf_2: 12
dlymetal6s2s_1: 14
-- kinds of logic after synthesis --
kind of cell,Yosys count,synth area share
muxes,32,0.8690
buffers and inverters,4,0.1310
-- Yosys cell counts, drive strengths merged --
cell type / n
mux2: 32
buf: 4
-- worst max path at each step --
stage,endpoint,cells past startpoint
6_report,OUT[31],5
5_1_grt,OUT[31],5
4_1_cts,OUT[0],5
-- metrics by stage --
step | cells | setup WS, ps | util | hold WS, ps
after floorplan | 36 | 66.90 | - | 497.7
after global placement | 177 | -492.2 | 0.4498 | 1331
after detailed placement | 177 | -496.6 | 0.4498 | 1335
after CTS | 192 | -177.7 | 0.4703 | 800.4
after global routing | 192 | -193.8 | 0.4971 | 714.1
final | 192 | -175.4 | 0.4971 | 694.3
-- layout make-up --
class                      count  area, um^2  area share
multi-input combinational     32       480.5      0.2830
tap                           46       57.56     0.03390
timing repair buffer         114        1160      0.6831
-- what timing repair did --
action / in CTS / in global routing
resized: 170 / 23
hold buffers: 0 / 0
endpoints found under the setup margin: 32 / 32
setup buffers: 14 / 0
cloned: 1 / 0
-- metal layers --
layer	wire length [um]	up-vias	global-route usage
met4	0	0	0
met5	0	-	0
li1	-	362	-
met3	313	0	0.03068
met2	1394	51	0.1429
met1	1142	317	0.08965
Power and IR drop assume default switching activity.
