==> ./design.v <==
module Adder #(
 parameter DATA_WIDTH   = 32
)
( 
  input wire  [DATA_WIDTH-1:0]      A,
  input wire  [DATA_WIDTH-1:0]      B,
  output reg [DATA_WIDTH-1:0]      C
  );
 always @(*)
 begin
   C = A + B;
 end
endmodule
==> ./run.sh <==
#!/bin/bash
# OpenROAD 26Q1-2900-gdf79404cd8, Yosys 0.63+post, stock flow scripts
make -C /OpenROAD-flow-scripts/flow DESIGN_CONFIG=/design/flow/config.mk WORK_HOME=/design/flow/orfs finish
==> ./config.mk <==
export PLATFORM = sky130hd
export DESIGN_NAME = Adder
export DESIGN_NICKNAME = Adder
export VERILOG_FILES = /design/flow/design.v
export SDC_FILE = /design/flow/constraint.sdc
export NUM_CORES = 4
export LEC_CHECK = 1
export CORE_AREA = 10 10 85 85
export DIE_AREA = 0 0 95 95
==> ./constraint.sdc <==
current_design Adder

set clk_period 24.1
set clk_io_pct 0.2

create_clock -name clk0 -period $clk_period

set non_clock_inputs [all_inputs -no_clocks]
set_input_delay [expr $clk_period * $clk_io_pct] -clock clk0 $non_clock_inputs
set_output_delay [expr $clk_period * $clk_io_pct] -clock clk0 [all_outputs]
==> impl_metrics.py <==
# Synthesis and PnR figures
metrics = {
    "status": {
        "status": "completed",
    },
    "power_and_ir_drop": {
        "leakagePower_nw": 1.18,
        "total_power_mw": 0.0797,
        "vdd_drop_max_uv": 11.5,
        "cellPowerDensity_nw_per_um2": 29.0,
    },
    "final_timing": {
        "setup_viol": 0,
        "rsz0062_at_grt": "no",
        "drv_slew": 0,
        "period_used_pct": 52.2,
        "layout_min_cycle_time_ns": 12.59,
        "whs_ns": 10.67,
        "finalWorstSetupSlack_ns": 11.51,
        "slew_headroom_pct": 63.0,
        "max_clock_freq_mhz": 79.4,
        "hold_viol": 0,
        "timing.setup.tns_ns": 0,
        "worst_pin_slew_ns": 0.541,
    },
    "floorplan": {
        "fp-utilization_pct": 31.9,
        "chip_area_sq_um": 9030,
        "core-area_sq_um": 5470,
        "num_rows": 27,
        "chipHeight_microns": 95,
        "ios": 96,
        "die_w_microns": 95,
    },
    "worst_setup_path": {
        "end_kind": "primary output",
        "slowest_stage": "clkdlybuf4s50_1",
        "slowest_delay_ns": 0.49,
        "crit_chain": "clkdlybuf4s50_1 > ha_1 > fa_1 > a21o_1 > a31o_2 > nand3_1 > o221ai_1 > a311oi_1 > o21bai_1 > xor2_1 > clkdlybuf4s50_1",
        "critical_path.max_fanout": 4,
        "critPathLaunch": "A[0]",
        "path_delay_family": "AND-OR/OR-AND gates",
        "cp-start-kind": "primary input",
        "cp.arrival_ns": 7.77,
        "crit_top_cell": "clkdlybuf4s50_1",
        "crit_type": "in -> out",
        "crit_required_ns": 19.28,
        "cp_num_buf_inv": 2,
    },
    "placed_design": {
        "placed_cell_area_sq_um": 2750,
        "preCtsSetupSlack_ns": 11.50,
        "dpl.hpwl_mm": 5.05,
        "port_buffers": 96,
        "routabilityCongestion": 0.924,
    },
    "detailed_routing": {
        "ant_nets": 0,
        "route.detailed.drc": 0,
        "diodes": 0,
        "drt-vias-per-instance": 5.17,
        "drt_iter0_drc": 47,
        "drt-wirelength-per-cell_microns": 14.4,
        "drt_first_pass_iters": 4,
        "route.vias.total": 2059,
        "routed_wl_mm": 5.73,
    },
    "layout": {
        "fillers": 560,
        "area_delta_synth_final_pct": 57.7,
        "layout_top_cell": "clkdlybuf4s50_1",
        "drive_gt1_share_pct": 3.07,
        "ff_count": 0,
        "lay_top_cells": "96 x clkdlybuf4s50_1, 31 x ha_1, 29 x a21oi_1",
        "flop_area_sq_um": 0,
        "clockBufferCount": 0,
        "design_area_sq_um": 2750,
    },
    "global_route": {
        "track_usage_pct": 12.3,
        "grt_pass1_wl_mm": 9.47,
        "use_met2_pct": 20.5,
        "antenna_found_initial": 0,
        "grt.met3_usage_pct": 2.88,
        "grt_pass1_vias": 2001,
        "overflow": 0,
        "grt_use_met1_pct": 16.6,
        "grt_start_max_net_pins": 11,
        "top_usage_layer": "met2",
    },
    "worst_hold_path": {
        "worst_hold_startpoint": "B[0]",
        "hp-class": "in -> out",
    },
    "synthesis": {
        "ys_seq_share_pct": 0,
        "ys_area_sq_um": 1740,
        "yosys_warnings": 1,
        "ys_cells": 241,
        "syn_avg_cell_area_sq_um": 7.24,
        "synth.distinct_cells": 50,
        "netlist_instances": 241,
        "synth_area_sq_um": 1740,
    },
    "flow_run": {
        "tool_warnings": 32,
        "drv_cap": 0,
    },
    "clock_tree": {
        "ctsHoldBuffers": 0,
        "cts_resized": 0,
        "postCtsSetupRepairBufs": 0,
    },
}
-- where the power goes --
part | leakage [nW] | switching (mW) | total [mW] | internal [mW]
registers | 0 | 0 | 0 | 0
logic | 1.18 | 0.0314 | 0.0797 | 0.0482
clock network | 0 | 0 | 0 | 0
total | 1.18 | 0.0314 | 0.0797 | 0.0482
-- per-stage QoR --
step / instances / utilization (%)
after floorplan: 241 / -
after global placement: 398 / 50.3
after detailed placement: 398 / 50.3
after CTS: 398 / 50.3
after global routing: 398 / 50.3
final: 398 / 50.3
-- kinds of logic after synthesis --
kind of cell | synth area share [%]
XOR/XNOR | 14.1
AND/OR/NAND/NOR | 18.3
buffers and inverters | 3.80
adder cells (fa/ha/maj) | 23.4
multiplexers | 1.15
AND-OR/OR-AND | 39.3
-- layout make-up --
cell class	instances	area [sq um]	share of cell area, %
Inverter	6	22.5	0.819
Tap cell	72	90.1	3.27
Timing Repair Buffer	96	961	34.9
Multi-Input combinational cell	224	1680	61.0
-- cells in the mapped netlist, drive strengths merged (4+ instances only) --
cell,n,area [sq um]
ha,31,388
a21oi,29,145
a21o,19,143
nand2,18,67.6
o21ai,15,78.8
xor2,15,131
xnor2,13,114
nor2,12,45.0
nand3,10,50.1
clkbuf,8,30.0
nand4,8,50.1
inv,6,22.5
o21bai,5,48.8
nor3,4,20.0
-- worst min-delay path, stage by stage --
cell	delay (ns)
clkdlybuf4s50_1	0.46
ha_1	0.11
clkdlybuf4s50_1	0.46
-- worst paths after layout --
kind	end	slack, ns	cells after the start
setup / recovery	C[26]	11.51	11
hold / removal	C[0]	10.67	3
-- layer usage --
layer  wire (microns)  up-vias
met5                0        -
met4               22        0
met3              500        2
met2             2490       62
met1             2720      896
li1                 -     1099
Power figures rest on the tool's default switching activity, not on a simulated workload.
